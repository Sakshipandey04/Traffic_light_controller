<file path="flow/run.sh">
#!/bin/bash
# OpenROAD 26Q1-2900-gdf79404cd8, Yosys 0.63+post, stock flow scripts
make -C /OpenROAD-flow-scripts/flow DESIGN_CONFIG=/design/flow/config.mk WORK_HOME=/design/flow/orfs finish
</file>
<file path="flow/config.mk">
export PLATFORM = sky130hd
export DESIGN_NAME = traffic_light_controller
export DESIGN_NICKNAME = traffic_light_controller
export VERILOG_FILES = /design/flow/design.v
export SDC_FILE = /design/flow/constraint.sdc
export NUM_CORES = 4
export LEC_CHECK = 1
export CORE_UTILIZATION = 30
</file>
<file path="flow/constraint.sdc">
current_design traffic_light_controller

set clk_period 6.2
set clk_io_pct 0.2

create_clock -name clk0 -period $clk_period [get_ports {clk}]

set non_clock_inputs [all_inputs -no_clocks]
set_input_delay [expr $clk_period * $clk_io_pct] -clock clk0 $non_clock_inputs
set_output_delay [expr $clk_period * $clk_io_pct] -clock clk0 [all_outputs]
</file>
<file path="flow/design.v">
module traffic_light_controller #(
    parameter CLOCK_FREQ_HZ = 100000000,    
    parameter GREEN_TIME_S  = 10,          
    parameter YELLOW_TIME_S = 3            
)
(
    input  wire clk,
    input  wire rst,
    output reg ns_red,
    output reg ns_yellow,
    output reg ns_green,
    output reg ew_red,
    output reg ew_yellow,
    output reg ew_green
);
    parameter S_NS_GREEN  = 2'b00;
    parameter S_NS_YELLOW = 2'b01;
    parameter S_EW_GREEN  = 2'b10;
    parameter S_EW_YELLOW = 2'b11;
    reg [1:0] state;
    reg [31:0] counter;
    localparam NS_GREEN_MAX  = CLOCK_FREQ_HZ * GREEN_TIME_S;
    localparam NS_YELLOW_MAX = CLOCK_FREQ_HZ * YELLOW_TIME_S;
    localparam EW_GREEN_MAX  = CLOCK_FREQ_HZ * GREEN_TIME_S;
    localparam EW_YELLOW_MAX = CLOCK_FREQ_HZ * YELLOW_TIME_S;
    always @(posedge clk or posedge rst) begin
        if (rst) begin
            state   <= S_NS_GREEN;
            counter <= 0;
        end else begin
            case (state)
                S_NS_GREEN: begin
                    if (counter >= NS_GREEN_MAX - 1) begin
                        state   <= S_NS_YELLOW;
                        counter <= 0;
                    end else
                        counter <= counter + 1;
                end
                S_NS_YELLOW: begin
                    if (counter >= NS_YELLOW_MAX - 1) begin
                        state   <= S_EW_GREEN;
                        counter <= 0;
                    end else
                        counter <= counter + 1;
                end
                S_EW_GREEN: begin
                    if (counter >= EW_GREEN_MAX - 1) begin
                        state   <= S_EW_YELLOW;
                        counter <= 0;
                    end else
                        counter <= counter + 1;
                end
                S_EW_YELLOW: begin
                    if (counter >= EW_YELLOW_MAX - 1) begin
                        state   <= S_NS_GREEN;
                        counter <= 0;
                    end else
                        counter <= counter + 1;
                end
                default: begin
                    state <= S_NS_GREEN;
                    counter <= 0;
                end
            endcase
        end
    end
    always @(*) begin
        ns_red    = 0;
        ns_yellow = 0;
        ns_green  = 0;
        ew_red    = 0;
        ew_yellow = 0;
        ew_green  = 0;
        case(state)
            S_NS_GREEN: begin
                ns_green = 1;
                ew_red   = 1;
            end
            S_NS_YELLOW: begin
                ns_yellow = 1;
                ew_red    = 1;
            end
            S_EW_GREEN: begin
                ew_green = 1;
                ns_red   = 1;
            end
            S_EW_YELLOW: begin
                ew_yellow = 1;
                ns_red    = 1;
            end
        endcase
    end
endmodule
</file>
==> impl_metrics.json <==
{
  "status": "completed",
  "grt_setup_unrepaired": "false",
  "ioPinCount": 8,
  "syn_inst": 204,
  "cts_tree": "yes",
  "postCtsSetupRepairBufs": 0,
  "hold_depth": 1,
  "synth_cell_types": 36,
  "dieWidth_um": 85.2,
  "grt_overflow_total": 0,
  "critPathKind": "flop to output port",
  "grt_max_degree": 37,
  "port_buffers": 7,
  "hp-class": "flop to flop",
  "hp-start": "counter[0]",
  "first_pass_iters": 4,
  "finalCritPeriodShare_pct": 46.6,
  "power_per_cell_area_nw_per_um2": 186,
  "dp_slack_ns": 3.61,
  "vias": 1530,
  "ys_cells": 204,
  "reg2reg_slack_ns": 3.91,
  "yosys-stat-area_um2": 2080,
  "holdPathEnd": "counter[0]",
  "row_count": 29,
  "layout-drive-gt1-share_pct": 17.8,
  "hold_viol_final": 0,
  "dp_hpwl_um": 2610,
  "cts_hold_buf": 0,
  "finalMaxSlewViolations": 0,
  "setup_viol": 0,
  "r2r_cells": 7,
  "area_delta_synth_final_pct": 10.9,
  "cts.sinks": 36,
  "max_cap_viol_count": 0,
  "synth_area_leader_cell": "dfrtp_1",
  "yosysSeqAreaShare_pct": 43.5,
  "cts_made_buffers": 5,
  "worstMarginPinSlew_ns": 0.732,
  "grt_usage_pct": 13.0,
  "chip_area_um2": 7260,
  "worstReg2RegStart": "counter[0]",
  "first_global_vias": 1584,
  "cts_buffer_depth": 2,
  "top_cell_area_share_pct": 42.2,
  "n_antenna_cell": 0,
  "initCoreUtil_pct": 31.8,
  "place_congestion": 0.829,
  "fmax_mhz": 346,
  "ctsResizeCount": 0,
  "cp.arrival_ns": 1.65,
  "critPathRequiredTime_ns": 4.96,
  "wl_per_cell_um": 13.6,
  "crit_path_end_kind": "output port",
  "cp-start-kind": "flop",
  "dp_cells": 284,
  "antenna_found_initial": 0,
  "synth_area_um2": 2080,
  "power.leakage_uw": 0.000857,
  "slew_headroom_pct": 50.6,
  "ant_nets": 0,
  "cts_max_level": 2,
  "fin_tns_setup_ns": 0,
  "fin_crit_ns": 2.89,
  "die_h_um": 85.2,
  "skew_ns": 0.00325,
  "wirelength_um": 3960,
  "rr_endpoint": "counter[13]",
  "avgSynthCellArea_um2": 10.2,
  "worstPathMaxFanout": 8,
  "yosys-top-cells-area": "dfrtp_1 42%, xor2_1 8.0%, a21oi_2 7.6%",
  "fin_area_um2": 2300,
  "drc": 0,
  "clk_latency_ns": 0.28,
  "numSynthFlops": 36,
  "clk_pin_slew_ns": 0.06,
  "drt_iter0_markers": 87,
  "warnings": 25,
  "yosys_warnings": 1,
  "grt_pass1_wl_um": 7490,
  "cts-root-buf": "clkbuf_8",
  "layout_setup_ws_ns": 3.31,
  "ir_drop_v": 0.0000640,
  "placed_cell_area_um2": 2210,
  "stdcell_count": 291,
  "core_um2": 6530,
  "vias_per_cell": 5.26
}
[report_power, final]
part	switching (uW)	internal [uW]
combinational	12.1	3.86
sequential	0.940	236
clock	76.4	98.9
[per-layer routing]
layer  vias to the layer above  GRT usage [%]  share of wire (%)
met4                         0           1.69                1.1
met5                         -              0                  0
met2                        31           19.9                 42
li1                        756              -                  -
met3                         7           2.47                3.8
met1                       736           20.2                 53
[worst max-delay path by stage]
stage	start	endpoint	slack [ns]	cells after the start
4_1_cts	state[3]	ns_yellow	3.30	3
5_1_grt	state[3]	ns_yellow	3.24	3
6_report	state[3]	ns_yellow	3.31	3
[synthesized netlist by cell type, drive strengths merged]
master / count
xnor2: 9
nand3: 13
conb: 1
o21ai: 1
or2: 2
a2111o: 1
a21boi: 1
dfstp: 1
nand4: 13
dfrtp: 35
or4: 2
buf: 9
xor2: 19
and2: 2
nor2: 8
nor3: 12
nor4: 2
ha: 1
o2111ai: 1
a21oi: 31
inv: 5
and4: 2
nand2: 12
o41ai: 2
and3: 10
nand4b: 1
o211ai: 4
a22o: 4
[cell type report]
class	count	area [um2]
multi-input combinational	155	1090
clock buffer	7	96.3
tap	77	96.3
sequential	36	902
fill	648	4230
timing repair buffer	11	100
inverter	5	18.8
[kinds of logic (layout without fill, tap and decap cells)]
kind of cell | count (synthesis) | after routing | synth area share (%)
buf+inv | 14 | 23 | 4.70
flops | 36 | 36 | 43.5
compound gates | 45 | 45 | 18.4
xor+xnor | 28 | 28 | 11.8
other cells | 1 | 2 | 0.181
simple gates | 79 | 79 | 20.9
fa+ha+maj | 1 | 1 | 0.603
[metrics by stage]
| step | utilization, % | hold slack (ns) | total power (uW) |
|---|---|---|---|
| 3_3_place_gp | 33.8 | 0.449 | 258 |
| 5_1_grt | 35.2 | 0.494 | 450 |
| 2_1_floorplan | - | 0.428 | 255 |
| 6_report | 35.2 | 0.459 | 428 |
| 3_5_place_dp | 33.8 | 0.452 | 258 |
| 4_1_cts | 35.2 | 0.462 | 437 |
[critical path, stage by stage (launching register included)]
cell and delay, ns:
dfrtp_1 0.48, or2_2 0.35, nor2_1 0.09, clkdlybuf4s50_1 0.45
[cells in the final DEF (no fill, tap or decap), types with 4 or more instances in the layout]
cell type         n
clkdlybuf4s50_1   7
xnor2_1           9
nand3_1          13
a21oi_2          18
dfrtp_1          35
nand2_1          12
nor3_1           12
nand4_1          13
xor2_1           19
clkbuf_8          7
buf_4             4
inv_1             5
nor2_1            8
a21oi_1          11
a22o_1            4
and3_1           10
[registers in the layout (all words and copies together), names as in the netlist]
| name | cells |
|---|---|
| counter | 32 |
| state | 4 |
No activity file was given, so power comes from the tool's default toggle rates.
